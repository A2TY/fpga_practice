==> design/flow/design.v <==
`timescale 1ns / 1ps
module countdown_24hour(
	input wire  clk0,
	output wire [7:0] seg7,
	output wire [3:0] line,
	output wire [6:0] led
);
	assign line = 4'b0001<<ab;
	assign led  = { 2'b00, min_6_count, min_10_count };
	assign seg7 = { 1'b0, disp };
	parameter[3:0] hour_10_change[0:9] = {4'd3, 4'd2, 4'd1, 4'd0, 4'd9, 4'd8, 4'd7, 4'd6, 4'd5, 4'd4};
	parameter [6:0] seg7_data[0:9] = {
			7'b0111111,  
			7'b0000110,  
			7'b1011011,  
			7'b1001111,  
			7'b1100110,  
			7'b1101101,  
			7'b1111101,  
			7'b0100111,  
			7'b1111111,  
			7'b1101111   
	};
	reg[6:0] disp = 7'b0;
	reg[3:0] x;
	reg[1:0] ab = 1'b0;
	always @( posedge clk0 )begin
		if( c[9:0] == 0 )begin
			if( ab == 2'b00 )
				x <= hour_10_change[hour_10_count];
			else if( ab == 2'b01 )
				x <= 4'd2 - hour_3_count;
			else if( ab == 2'b10 )
				x <= 4'd9 - min_10_count;
			else
				x <= 4'd5 - min_6_count;
			if( x <= 4'd9 )
				disp <= seg7_data[x];
			else
				disp <= 7'b0000000;
			ab <= ab + 1'b1;
		end
	end
	reg[26:0] c = 27'b0;
	reg sec_enable = 1'b0;
	always @( posedge clk0 )begin
		if( c == 27'd99999999 )begin  
			c <= 0;
			sec_enable <= 1'b1;
		end
		else begin
			c <= c + 1'b1;
			sec_enable <= 1'b0;
		end
	end
	reg[3:0] min_10_count = 4'b0;
	reg min_10_enable = 1'b0;
	always @( posedge clk0 )begin
		if( sec_enable )begin
			if( min_10_count == 4'd9 )begin
				min_10_count <= 1'b0;
				min_10_enable <= 1'b1;
			end
			else begin
				min_10_count <= min_10_count + 1'b1;
				min_10_enable <= 1'b0;
			end
		end
		else begin
			min_10_enable <= 1'b0;
		end
	end
	reg[2:0] min_6_count = 3'b0;
	reg min_6_enable = 1'b0;
	always @( posedge clk0 )begin
		if( min_10_enable )begin
			if( min_6_count == 3'd5 )begin
				min_6_count <= 1'b0;
				min_6_enable <= 1'b1;
			end
			else begin
				min_6_count <= min_6_count + 1'b1;
				min_6_enable <= 1'b0;
			end
		end
		else
			min_6_enable <= 1'b0;
	end
	reg[3:0] hour_10_count = 4'b0;
	reg hour_10_enable = 1'b0;
	always @( posedge clk0 )begin
		if( min_6_enable )begin
			if( hour_10_count == 4'd3 && hour_3_count == 4'd0 )begin
				hour_10_count <= hour_10_count + 1'b1;
				hour_10_enable <= 1'b1;
			end
			else if( hour_10_count == 4'd3 && hour_3_count == 4'd1 )begin
				hour_10_count <= hour_10_count + 1'b1;
				hour_10_enable <= 1'b1;
			end
			else if( hour_10_count == 4'd3 && hour_3_count == 4'd2 )begin
				hour_10_count <= 1'b0;
				hour_10_enable <= 1'b1;
			end
			else if( hour_10_count == 4'd9 )
				hour_10_count <= 1'b0;
			else begin
				hour_10_count <= hour_10_count + 1'b1;
				hour_10_enable <= 1'b0;
			end
		end
		else begin
			hour_10_enable <= 1'b0;
		end
	end
	reg[1:0] hour_3_count = 2'b0;
	always @( posedge clk0 )begin
		if( hour_10_enable )
			hour_3_count <= ( hour_3_count == 2'd2 )?1'b0:( hour_3_count + 1'b1 );
	end
endmodule
==> design/flow/run.sh <==
#!/bin/bash
# OpenROAD 26Q1-2900-gdf79404cd8, Yosys 0.63+post, stock flow scripts
make -C /OpenROAD-flow-scripts/flow DESIGN_CONFIG=/design/flow/config.mk WORK_HOME=/design/flow/orfs finish
==> design/flow/config.mk <==
export PLATFORM = sky130hd
export DESIGN_NAME = countdown_24hour
export DESIGN_NICKNAME = countdown_24hour
export VERILOG_FILES = /design/flow/design.v
export SDC_FILE = /design/flow/constraint.sdc
export NUM_CORES = 4
export LEC_CHECK = 1
export CORE_UTILIZATION = 30
export SYNTH_HDL_FRONTEND = slang
==> design/flow/constraint.sdc <==
current_design countdown_24hour

set clk_period 5.4
set clk_io_pct 0.2

create_clock -name clk0 -period $clk_period [get_ports {clk0}]

set non_clock_inputs [all_inputs -no_clocks]
set_input_delay [expr $clk_period * $clk_io_pct] -clock clk0 $non_clock_inputs
set_output_delay [expr $clk_period * $clk_io_pct] -clock clk0 [all_outputs]
==> qor.txt <==
status -> completed
Max-slew headroom -> 0.615
FP Rows -> 35
Worst Tran Pin Value -> 0.572 ns
Max clock buf depth -> 2
WL final -> 4.80 mm
Insertion Delay late pin -> 0.33 ns
Hold-fix buffers, CTS -> 0
RSZ-0062 raised after global routing -> no
distinct cell type count of the synthesized netlist -> 46
min Tclk post-route -> 2.79 ns
P per Cell Area -> 247 mW/mm2
total CTS buffers -> 9
Leak -> 1.35 nW
yosys stat area -> 0.00290 mm2
WP data required -> 4.32 ns
Fin Setup TNS -> 0 ns
Antenna Cells -> 0
Area Growth Syn to Fin -> 17.8%
vias in the first global route -> 1861
Max-cap violations -> 0
Area leader share -> 0.269
fraction of layout cells with a size suffix above 1 -> 0.0812
top cells by area -> edfxtp_1 (27%), dfxtp_1 (21%), ha_1 (12%), xnor2_1 (3.9%), nor2_1 (3.0%)
final hold vios -> 0
Clock Sink Count -> 57
initial antenna violation count -> 0
gr usage total -> 0.103
startpoint types -> register
Worst Skew -> 0.0112 ns
Mapped Cells -> 279
gpl congestion -> 0.768
Worst-path clk slew -> 0.07 ns
Detail Route Antenna Nets -> 0
Boundary Pins -> 20
gr ovfl total -> 0
total power -> 844 uW
post-synthesis async set-or-reset flop share -> 0
post-DR wirelength/cell -> 11.0 um
EDFF count, synth -> 26
CTS tree -> built
first-pass GRT wire length -> 8.25 mm
Setup-failing EPs final -> 0
DP Area -> 0.00322 mm2
Die ar. -> 0.0101 mm2
fmax -> 0.358 GHz
# DRC -> 0
via count -> 1986
number of logged tool warnings -> 42
clock tree root buffer cell -> clkbuf_8
die width -> 100 um
Final Max Tran Viols -> 0
htree depth -> 3
Avg Synthesized Cell Area -> 10.4 um2
CP Max Fanout -> 9
ys flop type -> dfxtp_1
1st-iter DRT viols -> 34
Port Buffers -> 18
Core Region -> 0.00933 mm2
Crit path arrival time -> 1.71 ns
fin area -> 0.00342 mm2
Synth Seq Share -> 0.483
Worst Setup Path Type -> reg2out
Registers, synthesis -> 57
yosys stat cell total -> 279
cell type with the largest total area -> edfxtp_1
drt first pass iters -> 6
post-synthesis cell area -> 0.00290 mm2
fin crit share -> 0.517
Resized Gates After CTS -> 0
setup repair bufs after CTS -> 0
floorplan utilization -> 0.311
Final HPWL DP -> 3.39 mm
largest net degree at the start of global routing -> 15
IR drop worst, VDD -> 0.0838 mV
Yosys Warn Count -> 0
Via density -> 4.54
critical path capture point type -> output pin
Worst Hold Class -> reg2reg
height of the die -> 100 um
==> through the flow <==
| step | util | cells | worst slack (ns) | hold WS (ns) |
|---|---|---|---|---|
| 2_1_floorplan | - | 279 | 2.90 | 0.437 |
| 3_3_place_gp | 0.345 | 421 | 2.98 | 0.452 |
| 3_5_place_dp | 0.345 | 421 | 2.96 | 0.460 |
| 4_1_cts | 0.367 | 437 | 2.59 | 0.480 |
| 5_1_grt | 0.367 | 437 | 2.50 | 0.512 |
| 6_report | 0.367 | 437 | 2.61 | 0.477 |
==> Yosys cell counts, drive strengths merged, types with 5 or more instances <==
cell type	instances
nand2	18
xnor2	13
nor4	6
edfxtp	26
a21oi	14
dfxtp	31
ha	27
xor2	8
o21ai	16
or4	6
nand3	5
o31ai	5
nor3	5
inv	21
nand4	6
nor2	23
==> critical path: stages, from the launching register on <==
cell and delay (ns):
edfxtp_1 0.42, inv_1 0.12, ha_1 0.30, clkdlybuf4s50_1 0.54
==> per-layer routing <==
metal	up-vias	part of all wire	GRT usage
li1	1045	-	-
met1	911	0.52	0.152
met2	22	0.43	0.160
met3	8	0.034	0.0248
met4	0	0.017	0.0178
met5	-	0	0
==> area by class of cell <==
cell class                 count  area [um2]
clock buffer                  12         145
clock inverter                 4        52.6
fill                         881        5910
inverter                      21        78.8
multi-input combinational    194        1390
sequential                    57        1400
tap                          129         161
timing repair buffer          20         195
==> path summary, 6_finish.rpt <==
check	startpoint	to	slack (ns)	cells after the start
worst max-delay path	ab[0]	line[0]	2.61	3
worst max register to register	c[0]	c[26]	3.25	5
worst min-delay path	c[24]	c[24]	0.48	1
worst min register to register	c[24]	c[24]	0.48	1
==> sequential cells by signal, summed over array words and instances, names as in the netlist <==
signal          count
min_10_count        4
min_10_enable       1
c                  27
hour_10_enable      1
ab                  2
x                   4
hour_3_count        2
min_6_enable        1
hour_10_count       4
min_6_count         3
disp                7
sec_enable          1
==> cells in the final DEF, fill, tap and decap left out, drive strengths merged, types with 8 or more instances in the layout <==
| cell type | instances |
|---|---|
| dfxtp | 31 |
| ha | 27 |
| edfxtp | 26 |
| nor2 | 23 |
| inv | 21 |
| nand2 | 18 |
| clkdlybuf4s50 | 18 |
| o21ai | 16 |
| a21oi | 14 |
| xnor2 | 13 |
| clkbuf | 12 |
| xor2 | 8 |
==> cell families (layout without fill, tap and decap cells) <==
kind of cell    after synthesis  count (layout)  synth area share
compound gates               51              51             0.106
mux                           3               3            0.0103
fa+ha+maj                    27              27             0.116
simple gates                 91              91             0.178
other cells                   1               1           0.00129
buf+inv                      28              57            0.0427
xor+xnor                     21              21            0.0633
flops                        57              57             0.483
==> power by group <==
group | switching (mW) | internal [mW] | leakage [nW] | total [mW]
Sequential | 0 | 0.447 | 0.552 | 0.447
Combinational | 0.0000102 | 0 | 0.704 | 0.0000109
Clock | 0.171 | 0.226 | 0.0888 | 0.397
No activity file was given, so power comes from the tool's default toggle rates.
